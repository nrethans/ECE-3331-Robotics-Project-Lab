File: ./config.mk
export PLATFORM = sky130hd
export DESIGN_NAME = display
export DESIGN_NICKNAME = display
export VERILOG_FILES = /design/flow/design.v
export SDC_FILE = /design/flow/constraint.sdc
export NUM_CORES = 4
export LEC_CHECK = 1
export CORE_UTILIZATION = 40
File: ./constraint.sdc
current_design display

set clk_period 24.2
set clk_io_pct 0.2

create_clock -name clk0 -period $clk_period [get_ports {clk}]

set non_clock_inputs [all_inputs -no_clocks]
set_input_delay [expr $clk_period * $clk_io_pct] -clock clk0 $non_clock_inputs
set_output_delay [expr $clk_period * $clk_io_pct] -clock clk0 [all_outputs]
File: ./design.v
parameter CONTROL_START       = 0,
          CONTROL_CLEAR       = 1,
          CONTROL_CHECK_CLEAR = 2,
          CONTROL_RED         = 3,
          CONTROL_CHECK_RED   = 4,
          CONTROL_BLUE        = 5,
          CONTROL_CHECK_BLUE  = 6,
          CONTROL_GREEN       = 7,
          CONTROL_CHECK_GREEN = 8,
          CONTROL_FOUND       = 9,
          CONTROL_DONE        = 10;
parameter FQ_Red   = 0,
          FQ_Blue  = 1,
          FQ_Clear = 2,
          FQ_Green = 3;
parameter FMM_PERIOD = 1_562_500,
          FMM_TEST   = 15_625,
          FMM_SAT    = 6_250;
parameter FMM_IDLE = 0,
          FMM_GO   = 1;
parameter [12:0]RED_THRESHOLD =  55000/ 64,  
          BLUE_THRESHOLD = 80000 / 64,
          CLEAR_THRESHOLD = 85000 / 64,  
          CLEAR_UPPER_THRESHOLD = 250000 /64,  
          GREEN_THRESHOLD = 60000 / 64,
          GREEN_NOTRED_THRESHOLD = 25000/64;
parameter   DRIVE_Straight      = 0,  
            DRIVE_InterStraight = 1,  
            DRIVE_InterRight    = 2,  
            DRIVE_InterLeft     = 3,  
            DRIVE_Reverse       = 4,  
            DRIVE_180           = 5,  
            DRIVE_STOP          = 6,  
            CLAW_Neutral        = 7,  
            CLAW_RAISE          = 8,  
            CLAW_DROP           = 9,  
            CLAW_OPEN           = 10,  
            CLAW_CLOSE          = 11;  
module display(
    input clk, rst,
    input [13:0] number,
    output reg [3:0] an,
    output reg [6:0] seg
    );
    parameter PERIOD = 1_666_666;
    parameter TEST_TICK   = 10_000;
    reg [20:0] refresh_counter;
    wire [3:0] digits[3:0];
    wire [6:0] segs[3:0];
    initial begin 
        {seg,refresh_counter} <= 0; 
        an <= 4'hF;  
        end
    segmentDriver dig0(digits[0], segs[0]);
    segmentDriver dig1(digits[1], segs[1]);
    segmentDriver dig2(digits[2], segs[2]);
    segmentDriver dig3(digits[3], segs[3]);
    assign digits[0] = number          % 10;  
    assign digits[1] = (number / 10)   % 10;  
    assign digits[2] = (number / 100)  % 10;  
    assign digits[3] = (number / 1000) % 10;  
    always @(*) begin
        if (rst) begin
            an = 4'hF;
            seg = 0;
        end
        case(refresh_counter[20:19])
            2'b00: begin an = 4'b1110; seg = segs[0]; end
            2'b01: begin an = 4'b1101; seg = segs[1]; end
            2'b10: begin an = 4'b1011; seg = segs[2]; end
            2'b11: begin an = 4'b0111; seg = segs[3]; end
        endcase
    end
    always @(posedge clk) begin
        if (rst) begin
            refresh_counter <= 0;
        end
        else begin
            if (refresh_counter == PERIOD) begin  
                refresh_counter = 0;
            end
            else begin
                refresh_counter = refresh_counter + 1;  
            end
        end
    end
endmodule
module segmentDriver(
    input [3:0] digit,
    output reg [6:0] seg
    );
    always @(*) begin
        case(digit)
            0:       begin seg = 7'b0000001; end
            1:       begin seg = 7'b1001111; end
            2:       begin seg = 7'b0010010; end
            3:       begin seg = 7'b0000110; end
            4:       begin seg = 7'b1001100; end
            5:       begin seg = 7'b0100100; end
            6:       begin seg = 7'b0100000; end
            7:       begin seg = 7'b0001111; end
            8:       begin seg = 7'b0000000; end
            9:       begin seg = 7'b0000100; end
            default: begin seg = 7'b1111111; end
        endcase
    end
endmodule
File: ./run.sh
#!/bin/bash
# OpenROAD 26Q1-2900-gdf79404cd8, Yosys 0.63+post, stock flow scripts
make -C /OpenROAD-flow-scripts/flow DESIGN_CONFIG=/design/flow/config.mk WORK_HOME=/design/flow/orfs finish
==> impl_metrics.tcl <==
# yosys + openroad results
set metrics [dict create \
    status "completed" \
    ir_drop_uv 76.04 \
    skew_ns 0.001321 \
    dp_hpwl_um 20640 \
    drc 0 \
    diodes 0 \
    hp-class "reg -> reg" \
    synth_seq_share 0.04652 \
    die_w_um 152.3 \
    crit_buf_inv 5 \
    simple_gate_area_frac 0.3181 \
    startpoint_type "input pin" \
    yosysUniqueCellTypes 111 \
    ys_sh_xor 0.07560 \
    gp_congestion 0.9808 \
    largest_reg_flops 21 \
    fill_cells 2220 \
    cts.clk_slew.worst_paths_ns 0.06 \
    grt_pass1_vias 9531 \
    first_pass_iters 5 \
    static-leakage-power_nw 3.458 \
    area_growth_pct 5.026 \
    antenna_found_initial 0 \
    die.size.y_um 152.3 \
    warning_count 46 \
    vias 10340 \
    drv_slew 0 \
    drv_cap 0 \
    synthesis.area_sq_um 9036 \
    clk_latency_ns 0.25 \
    r2r-start "refresh_counter[0]$_SDFF_PP0_" \
    cp-startpoint "number[11]" \
    rr_worst_depth 8 \
    crit_arrival_ns 17.08 \
    fa_ha_area_frac 0.06813 \
    cp-endpoint "seg[6]" \
    logic_family "AND-OR/OR-AND gates" \
    cts_buffers 3 \
    yosys_area_sq_um 9036 \
    use_met3 0.01970 \
    cp_max_fo 23 \
    synth-seq-cells 21 \
    hold_buffers 0 \
    final_layout_top_logic_cells "148 x nand2_1, 141 x nor2_1, 99 x a21oi_1, 94 x o21ai_0, 61 x xnor2_1" \
    synth_warnings 2 \
    cts_max_path_buffers 2 \
    setup_tns_ns 0 \
    muxShareOfSynthArea 0.04666 \
    p_per_area_nw_per_um2 94.58 \
    cts_tree "yes" \
    wirelength_um 26840 \
    drive_above_1_share 0.06306 \
    min_period_over_period 0.9057 \
    top_regs "refresh_counter (21)" \
    ant_nets 0 \
    io_buffer_count 26 \
    drtIter0Drc 856 \
    cp_top_family "AND-OR/OR-AND gates" \
    ios 27 \
    endpoint_kind "output port" \
    fp.coreArea_sq_um 21960 \
    fin_util 0.4322 \
    wire_per_inst_um 16.49 \
    grt_usage 0.2369 \
    period_minus_slack_ns 21.92 \
    grt_max_degree 35 \
    root_buffer "clkbuf_16" \
    die-area_sq_um 23200 \
    timing.fmax_mhz 45.63 \
    layout_top_cell "nand2_1" \
    critical_path_required_ns 19.36 \
    cts_resized 0 \
    fp_util 0.4115 \
    slowest_delay_ns 0.79 \
    grt_busiest_layer "met2" \
    synth_stat.cells 1377 \
    worst_slew_pin_slew_ns 0.9174 \
    overflow 0 \
    grt_pass1_wl_um 46640 \
    avgViaCountPerCell 6.352 \
    ys.flop_type "dfxtp_1" \
    rsz0062_at_grt "no" \
    syn-instance-count 1377 \
    worst-setup-path-type "in -> out" \
    met2_usage 0.3970 \
    synth.cellmix.compoundShare 0.3772 \
    row_count 54 \
    top_register "refresh_counter" \
    met1_usage 0.3342 \
    clock-sinks 21 \
    slew-limit-headroom 0.3840 \
    r2r_slack_ns 22.19 \
    edf_count 0 \
    async_flop_share 0 \
    critical_path_depth 39 \
    r2r-end "refresh_counter[9]$_SDFF_PP0_" \
    setup_viol 0 \
    hold_violations 0 \
    htreeDepth 1 \
    slowest_stage "clkdlybuf4s50_1" \
    cts_setup_buffers 0 \
    synth.avg_cell_area_sq_um 6.562 \
]
worst register-to-register path: stages, from the launching register on:
cell,delay [ns]
dfxtp_1,0.34
inv_1,0.06
ha_1,0.14
nand2_1,0.06
nor3_1,0.17
nand4_1,0.13
o21bai_1,0.63
buf_4,0.31
nor2_1,0.07
Yosys cell counts (11+ instances only):
cell type	number	area (sq um)
a211oi_1	26	195.2
o21ai_0	94	470.5
a31oi_1	20	125.1
nand2b_1	12	75.07
xnor2_1	61	534.3
o31ai_1	16	120.1
inv_1	50	187.7
mux2i_1	28	280.3
dfxtp_1	21	420.4
nor4_1	15	93.84
nand4_1	30	187.7
o21a_1	13	97.59
a21o_1	12	90.09
xor2_1	17	148.9
a21oi_1	99	495.5
clkbuf_1	53	198.9
buf_2	11	55.05
and2_1	17	106.4
o22ai_1	11	68.82
nor3_1	48	240.2
a211o_1	11	96.34
o211ai_1	21	157.7
nand2_1	148	555.5
and3_1	26	162.7
nor2_1	141	529.3
ha_1	42	525.5
o221ai_1	14	122.6
nand3_1	56	280.3
o2111ai_1	11	96.34
area by class of cell:
class,instances,area [sq um],share of cell area
flip-flops and latches,21,420.4,0.04430
multi-input cells,1218,8003,0.8432
inverters,60,231.5,0.02439
well taps,280,350.3,0.03691
clock inverters,1,7.507,0.0007910
repair buffers,45,402.9,0.04245
clock buffers,3,75.07,0.007910
metrics by stage:
| stage | instance area (sq um) | setup slack [ns] | hold WS (ns) | cells | total power, mW |
|---|---|---|---|---|---|
| floorplan | 9036 | 5.341 | 0.4411 | 1377 | 0.7006 |
| global placement | 9408 | 2.849 | 0.4604 | 1624 | 0.8548 |
| detailed placement | 9408 | 2.453 | 0.4643 | 1624 | 0.8543 |
| CTS | 9490 | 2.424 | 0.4796 | 1628 | 0.8935 |
| global route | 9490 | 1.203 | 0.5000 | 1628 | 1.000 |
| finish | 9490 | 2.283 | 0.4731 | 1628 | 0.8976 |
logic make-up after synthesis:
logic type                 Yosys count
DFF                                 21
muxes                               40
xor gates and xnor gates            78
adders and majority gates           51
buffers and inverters              138
AOI/OAI and AO/OA                  479
and+or+nand+nor                    570
worst min-delay path by stage:
stage | startpoint | end | slack, ns | depth (start not counted)
CTS | refresh_counter[0]$_SDFF_PP0_ | refresh_counter[0]$_SDFF_PP0_ | 0.48 | 1
global route | refresh_counter[0]$_SDFF_PP0_ | refresh_counter[0]$_SDFF_PP0_ | 0.50 | 1
finish | refresh_counter[0]$_SDFF_PP0_ | refresh_counter[0]$_SDFF_PP0_ | 0.47 | 1
report_power, final:
group / internal [mW] / switching [mW] / total (mW)
registers: 0.0350 / 0.000483 / 0.0355
clock network: 0.0223 / 0.0128 / 0.0351
logic: 0.310 / 0.517 / 0.827
total: 0.367 / 0.530 / 0.898
routing by layer:
metal | wire length, um | up-vias
met5 | 0 | -
met4 | 480 | 0
met3 | 1374 | 41
met2 | 12410 | 306
met1 | 12570 | 4767
li1 | - | 5227
Power and IR drop assume default switching activity.
