`flow/design.v`:
```
parameter CONTROL_START       = 0,
          CONTROL_CLEAR       = 1,
          CONTROL_CHECK_CLEAR = 2,
          CONTROL_RED         = 3,
          CONTROL_CHECK_RED   = 4,
          CONTROL_BLUE        = 5,
          CONTROL_CHECK_BLUE  = 6,
          CONTROL_GREEN       = 7,
          CONTROL_CHECK_GREEN = 8,
          CONTROL_FOUND       = 9,
          CONTROL_DONE        = 10;
parameter FQ_Red   = 0,
          FQ_Blue  = 1,
          FQ_Clear = 2,
          FQ_Green = 3;
parameter FMM_PERIOD = 1_562_500,
          FMM_TEST   = 15_625,
          FMM_SAT    = 6_250;
parameter FMM_IDLE = 0,
          FMM_GO   = 1;
parameter [12:0]RED_THRESHOLD =  55000/ 64,  
          BLUE_THRESHOLD = 80000 / 64,
          CLEAR_THRESHOLD = 85000 / 64,  
          CLEAR_UPPER_THRESHOLD = 250000 /64,  
          GREEN_THRESHOLD = 60000 / 64,
          GREEN_NOTRED_THRESHOLD = 25000/64;
parameter   DRIVE_Straight      = 0,  
            DRIVE_InterStraight = 1,  
            DRIVE_InterRight    = 2,  
            DRIVE_InterLeft     = 3,  
            DRIVE_Reverse       = 4,  
            DRIVE_180           = 5,  
            DRIVE_STOP          = 6,  
            CLAW_Neutral        = 7,  
            CLAW_RAISE          = 8,  
            CLAW_DROP           = 9,  
            CLAW_OPEN           = 10,  
            CLAW_CLOSE          = 11;  
module IR_PLS2(
    input ir_signal,          
    input clk,                
    output reg [13:0] LED,  
    output reg [1:0] color_detected,
    output reg [6:0] seg,           
    output reg [3:0] an             
);
    reg [15:0] pulse_count = 0;        
    reg prev_ir;
    reg prev_prev_ir;
    reg [31:0] timer;       
    reg [15:0] frequency; 
    parameter TIME_INTERVAL = 100_000_000;  
    parameter RED_MIN_THRESHOLD = 900;    
    parameter RED_MAX_THRESHOLD = 1100;
    parameter GREEN_MIN_THRESHOLD = 1900;
    parameter GREEN_MAX_THRESHOLD = 2100;
    parameter BLUE_MIN_THRESHOLD = 2900;
    parameter BLUE_MAX_THRESHOLD = 3100;
    initial begin
        frequency = 0;              
        pulse_count = 0;            
        timer = 0;                  
        color_detected = 2'b10;    
        an = 4'b1110;                
    end
    always @(posedge clk) begin
        prev_prev_ir = prev_ir;   
        prev_ir = ir_signal;
        if (prev_ir && ~prev_prev_ir) begin
            pulse_count = pulse_count + 1;
        end
        if (timer < TIME_INTERVAL) begin
            timer <= timer + 1;
        end else begin
            frequency = pulse_count;  
            pulse_count = 0;        
            timer = 0;              
            if (frequency >= RED_MIN_THRESHOLD && frequency <= RED_MAX_THRESHOLD) begin
                color_detected <= 2'b00;  
            end else if (frequency >= GREEN_MIN_THRESHOLD && frequency <= GREEN_MAX_THRESHOLD) begin
                color_detected <= 2'b11;  
            end else if (frequency >= BLUE_MIN_THRESHOLD && frequency <= BLUE_MAX_THRESHOLD) begin
                color_detected <= 2'b01;  
            end else begin
                color_detected <= 2'b10;  
            end
        end
    end
    always @(*) begin
        case (color_detected)
            2'b00: seg = 7'b0000110;  
            2'b11: seg = 7'b0110000;  
            2'b10: seg = 7'b1011011;  
            default: seg = 7'b1111111;  
        endcase
    end
endmodule
```
`flow/run.sh`:
```
#!/bin/bash
# OpenROAD 26Q1-2900-gdf79404cd8, Yosys 0.63+post, stock flow scripts
make -C /OpenROAD-flow-scripts/flow DESIGN_CONFIG=/design/flow/config.mk WORK_HOME=/design/flow/orfs finish
```
`flow/config.mk`:
```
export PLATFORM = sky130hd
export DESIGN_NAME = IR_PLS2
export DESIGN_NICKNAME = IR_PLS2
export VERILOG_FILES = /design/flow/design.v
export SDC_FILE = /design/flow/constraint.sdc
export NUM_CORES = 4
export LEC_CHECK = 1
export CORE_UTILIZATION = 40
```
`flow/constraint.sdc`:
```
current_design IR_PLS2

set clk_period 5.7
set clk_io_pct 0.2

create_clock -name clk0 -period $clk_period [get_ports {clk}]

set non_clock_inputs [all_inputs -no_clocks]
set_input_delay [expr $clk_period * $clk_io_pct] -clock clk0 $non_clock_inputs
set_output_delay [expr $clk_period * $clk_io_pct] -clock clk0 [all_outputs]
```
==> out/metrics.cfg <==
[synthesis]
netlist_instances = 364
ff_type = dfxtp_1
ys_seq_frac = 0.343
yosysMostFrequentCell = nor2_1
netlist-cell-type-count = 60
syn_area_per_cell_sq_um = 8.35
yosys_warnings = 15
yosys-top-cells-count = nor2_1, dfxtp_1, nand2_1, xnor2_1, nand3_1
ys_area_sq_um = 3040
yosysCellCount = 364
synth-seq-cells = 51
largest_area_cell = dfxtp_1
syn_area_sq_um = 3040
async_reset_ff_frac = 0
edf_count = 2
area_leaders = dfxtp_1, xnor2_1, nor2_1
top_area_frac = 0.323

[clock_tree]
cts-root-buf = clkbuf_8
cts_buffer_depth = 2
cts_made_buffers = 5
cts_resized = 0
cts_tree = built
clkTransAtPathRegs_ns = 0.09
ctsHoldBuffers = 0
cts.sinks = 51
clk_latency_ns = 0.30
cts.htree.levels = 2
cts_setup_buffers = 0

[setup_path]
cp_max_fo = 9
critPathKind = input port to flip-flop
r2r_slack_ns = 2.77
worstPathRequired_ns = 5.87
crit_path_max_incr_delay_ns = 0.60
crit_path_cell_trace = clkdlybuf4s50_1 -> and2b_1 -> o21ai_2 -> a2111oi_4 -> a211oi_1 -> o41ai_1 -> o311ai_0 -> nand3_1
cp-end-kind = flip-flop
cp_slowest_cell = clkdlybuf4s50_1
arrival_ns = 3.55
crit_path_start_kind = input port

[floorplanning]
die.size.x_um = 89.2
die_h_um = 89.2
ios = 29
chipArea_sq_um = 7950
row_count = 31
core_area_sq_um = 7290
fp_util = 0.417

[cells_and_area]
instances_no_fill = 459
drive_gt1_frac = 0.0556
fill_cells = 765
area_delta_synth_final_pct = 3.71

[timing]
fin_crit_ns = 3.38
max_freq_ghz = 0.296
max-slew-margin-rel = 0.533
slew_violations = 0
hold_viol = 0
fin_tns_setup_ns = 0
rsz0062_at_grt = no
worst_hold_slack_ns = 0.472
setup_ws_ns = 2.32
tightest_slew_ns = 0.700
setup_viol = 0
clock_skew_ns = 0.00361
finalCritPeriodShare = 0.593

[placed_design]
portBuffers = 10
place.gp.congestion = 0.928
place_ws_ns = 2.05
dp_cells = 452
dp_hpwl_um = 3630

[route]
num_vias = 2271
wire_per_inst_um = 11.4
diodes = 0
wl_um = 5220
viasPerCell = 4.95
ant_nets = 0
route.detailed.drc = 0
drt_iter0_markers = 121
dr.pass1.iters = 4

[global_route]
grt_usage = 0.145
grt.overflow.total = 0
grt_pass1_vias = 1964
grt_pass1_wl_um = 8980
antenna_found_initial = 0
grt_max_degree = 46

[power]
powerDensity_nw_per_um2 = 191
ir_drop_v = 0.000124
leakagePower_nw = 1.12

[worst_hold_path]
hold_class = flip-flop to flip-flop

[job]
warnings = 29
maxCapViolCount = 0

[status]
status = complete, no violations

==> worst max-delay path: cells and delay by family <==
kind	cells	cell delay [ns]
buffers and inverters	1	0.60
AND/OR/NAND/NOR	2	0.53
AND-OR/OR-AND	5	1.27
==> per-layer routing <==
metal / global-route usage / up-vias / wire length [um]
li1: - / 1193 / -
met1: 0.221 / 1024 / 2650
met2: 0.230 / 48 / 2300
met3: 0.0225 / 6 / 211
met4: 0.0144 / 0 / 64
met5: 0 / - / 0
==> where the power goes <==
| part | internal (mW) | switching [mW] |
|---|---|---|
| combinational | 0.00433 | 0.00542 |
| clock | 0.111 | 0.119 |
| sequential | 0.361 | 0.00121 |
| total | 0.476 | 0.126 |
==> registers in the layout (all words and copies together) (netlist names) <==
signal          count
prev_ir             1
pulse_count        16
color_detected      2
timer              32
==> metrics by stage <==
| step | util | cell area, sq um | power, mW |
|---|---|---|---|
| final | 0.432 | 3150 | 0.602 |
| after global routing | 0.432 | 3150 | 0.629 |
| after CTS | 0.432 | 3150 | 0.611 |
| after detailed placement | 0.418 | 3050 | 0.380 |
| after global placement | 0.418 | 3050 | 0.380 |
| after floorplan | - | 3120 | 0.386 |
==> final timing paths <==
kind	to	from	cells past startpoint
setup / recovery	color_detected[1]	ir_signal	8
hold / removal	timer[0]	timer[0]	1
setup reg to reg	color_detected[1]	pulse_count[1]	8
hold reg to reg	timer[0]	timer[0]	1
==> layout make-up <==
class	instances	area, sq um	share of cell area
Multi-Input combinational cell	282	1740	0.553
Sequential cell	51	1040	0.330
Tap cell	99	124	0.0393
Timing Repair Buffer	11	108	0.0341
Clock buffer	6	93.8	0.0298
Inverter	9	33.8	0.0107
Clock inverter	1	7.51	0.00238
==> logic make-up after synthesis <==
kind of cell	synth area share
flip-flops	0.343
multiplexers	0.00659
XOR/XNOR	0.124
adder cells (fa/ha/maj)	0.0288
AND/OR/NAND/NOR	0.284
AND-OR/OR-AND	0.102
buffers and inverters	0.110
other	0.00247
==> cell usage in the layout, fill, tap and decap left out, drive strengths merged, types with 3 or more instances in the layout <==
cell type,synthesis,routed
nor2b,3,3
nor3,10,10
clkbuf,15,6
and3,14,14
clkdlybuf4s50,0,10
nor4,7,7
and4,4,4
xnor2,23,23
or3,4,4
xor2,20,20
nand2,26,26
dfxtp,49,49
conb,2,23
a21oi,6,6
a211oi,5,5
nor2,54,54
o21ai,11,11
ha,7,7
nand4,3,3
a31oi,3,3
inv,9,9
nand3,23,23
Power is estimated from default activity; no workload was simulated.
